[design/flow/design.v]
`timescale 1ns / 1ps
module pwm_detect(
    input clk,
    input rst,
    input Red,
    input Green,
    input Blue,
    output [31:0] Red_count,
    output [31:0] Green_count,
    output [31:0] Blue_count,
    output [31:0] Total_count
    );
    reg [31:0] max = 32'h008fffff;  
    reg [31:0] r_pwm, g_pwm, b_pwm;  
    reg [31:0] t_c;      
    reg [31:0] T;        
    assign Red_count = r_pwm;
    assign Green_count = g_pwm;
    assign Blue_count = b_pwm;
    assign Total_count = t_c;
    always @(posedge clk)
    begin
        if(rst)  
        begin
            r_pwm <= 32'b0;
            g_pwm <= 32'b0;
            b_pwm <= 32'b0;
            t_c <= 32'b0;
        end
        else
        begin
            if(T > max)  
            begin
                r_pwm <= 32'b0;
                g_pwm <= 32'b0;
                b_pwm <= 32'b0;
                t_c <= 32'b0;
            end
            else     
            begin   
                t_c <= t_c + 1'b1;   
                if(Red)      
                    r_pwm <= r_pwm + 1'b1;
                else         
                    r_pwm <= r_pwm;
                if(Green)    
                    g_pwm <= g_pwm + 1'b1;
                else         
                    g_pwm <= g_pwm;
                if(Blue)     
                    b_pwm <= b_pwm + 1'b1;
                else         
                    b_pwm <= b_pwm;
            end               
        end
    end
    always @(*)
    begin
        if(rst)  
        begin
            T = 32'b0;
        end  
        else
        begin
            T = t_c;   
        end
    end
endmodule
[design/flow/run.sh]
#!/bin/bash
# OpenROAD 26Q1-2900-gdf79404cd8, Yosys 0.63+post, stock flow scripts
make -C /OpenROAD-flow-scripts/flow DESIGN_CONFIG=/design/flow/config.mk WORK_HOME=/design/flow/orfs finish
[design/flow/config.mk]
export PLATFORM = sky130hd
export DESIGN_NAME = pwm_detect
export DESIGN_NICKNAME = pwm_detect
export VERILOG_FILES = /design/flow/design.v
export SDC_FILE = /design/flow/constraint.sdc
export NUM_CORES = 4
export LEC_CHECK = 1
export CORE_UTILIZATION = 30
[design/flow/constraint.sdc]
current_design pwm_detect

set clk_period 5.6
set clk_io_pct 0.2

create_clock -name clk0 -period $clk_period [get_ports {clk}]

set non_clock_inputs [all_inputs -no_clocks]
set_input_delay [expr $clk_period * $clk_io_pct] -clock clk0 $non_clock_inputs
set_output_delay [expr $clk_period * $clk_io_pct] -clock clk0 [all_outputs]
==> Slide: Implementation Results <==
Synthesis and Place & Route Summary

STA
  – Relative max-transition margin: a little under half
  – Setup-failing EPs final: 0
  – Clock skew: 0.00786 ns
  – Final Hold Fails: 0
  – Tmin final: 3.18 ns
  – Cycle use final: 56.8%
  – Final setup TNS: 0 ns
  – Fmax achieved: approximately 310 MHz
  – Worst slew pin tran: 0.776 ns
  – Final Slew Violations: 0
  – RSZ-0062 raised after global routing: no

Clock tree
  – H-tree lvl count: 4
  – TritonCTS Buffers: 17
  – CTS Hold Bufs: 0
  – Clock transition at the registers of the reported paths: 0.06 ns
  – CTS Root Cell: clkbuf_16
  – CTS tree: done
  – CTS max path bufs: 2
  – Worst-Skew Late Latency: between 0.4 and 0.5 ns
  – Clock sink count: roughly 130
  – Post-CTS Setup Bufs: 0
  – Post_cts resized: 0

Min path
  – Worst hold path depth: 1
  – Hold Path Sink: t_c[0]
  – Hold path startpoint: t_c[0]
  – HP Class: flip-flop to flip-flop

Yosys
  – Area leader share: about 45%
  – Yosys cell count: 656
  – Synthesis-stage register bit count: roughly 130
  – Most numerous cell in the Yosys netlist: dfxtp_1
  – Syn Std Cell Area: 5700 um^2
  – Synthesized instance count: 656
  – Post-synth EDFFs: 0
  – Post-synth seq share: 45.0%
  – Avg Synthesized Cell Area: 8.68 um^2
  – Synth async-reset ratio: 0%
  – Synthesis Warnings: 1
  – Top_reg_cell synth: dfxtp_1
  – Commonest cells post-synth: dfxtp_1 (128), a21oi_1 (75), or4_1 (54), o31ai_1 (47), nor2_1 (46)
  – Unique masters post-synth: 34
  – Area leader, netlist: dfxtp_1
  – Top cells by area, synth: dfxtp_1 (45%), or4_1 (7.1%), a21oi_1 (6.6%)
  – Chip Area, Yosys: 5700 um^2

Worst setup path
  – Crit-path cells: clkdlybuf4s50_1 > nand4_1 > or4_1 > or4_1 > a21oi_1
  – R2R setup slack: about 3.2 ns
  – Cells on worst reg2reg path: 5
  – Crit-path leading delay family: simple AND/OR/NAND/NOR gates
  – Worst setup path startpoint: Green
  – CP most frequent cell: or4_1
  – Worst-path maximum fanout: 21
  – Data required time of the critical path: between 5 and 6 ns
  – WS Path Type: primary input to flip-flop
  – Endpoint type of the worst setup path: flip-flop
  – Critical path arrival: 3.51 ns
  – WP buf/inv: 1
  – FF-to-FF End: b_pwm[30]
  – Worst r2r src: b_pwm[0]
  – CP max-delay cell: or4_1
  – Biggest cell delay along the critical path: about 0.8 ns
  – CP Launch Type: primary input

Placed design
  – Final Wtd Congestion: about 0.84
  – PortBufs: around 130
  – Post-DP HPWL: a little over 9000 um
  – Placed Cells incl. Taps: slightly below 1000

Die
  – Initial cell density of the core: between 30% and 40%
  – Number of I/O pins: 133
  – Core area: between 15000 and 20000 um^2
  – Die height: 140 um
  – Chip Area: around 20000 um^2
  – Die width: roughly 140 um
  – Number of cell rows: about 50

Routing
  – Final WL: roughly 14000 um
  – Final ANT Viol Nets: 0
  – Routed len/inst: 13.6 um
  – DRC marker count from the first detailed-route iteration: about 290
  – Pre-antenna DRT Iters: 4
  – Via density: slightly above 5
  – Via count: between 5000 and 6000
  – Number of diodes: 0
  – Drt drc: 0

Pwr
  – Worst VDD drop: approximately 0.00019 V
  – PwrDens: 257 nW/um^2
  – P_leak: ~2.2 nW

Global routing
  – Vias in the first global route: between 4000 and 5000
  – Maximum number of pins on one net before global-route repair: roughly 62
  – Grt ovf: 0
  – First-pass GRT wire length: ~24000 um
  – Overall routing resource usage: 14.7%
  – Initial antenna violation count: 0

Run
  – Log Warnings: 25
  – MaxCap Viol Count: 0

Finish
  – Final cell count without fillers: between 1000 and 1500
  – Fin util: between 40% and 50%
  – Layout area overhead: 36.1%
  – Share of cells above drive strength 1: 5.31%

Run status
  – Status: finished clean
## kinds of logic after synthesis
logic type / synth area share (%)
flip-flops: 45.0
AND-OR/OR-AND: 15.3
buffers and inverters: 4.68
XOR/XNOR: 6.15
other: 0.0658
AND/OR/NAND/NOR: 27.4
adder cells (fa/ha/maj): 0.879
multiplexers: 0.527
## final cells by class
class                   count  area [um^2]
repair buffers            134         1340
clock buffers              23          498
multi-input cells         474         2890
fillers                  1833        10900
clock inverters             9         81.3
well taps                 234          293
inverters                  23         86.3
flip-flops and latches    128         2560
## worst max-delay path by stage
| stage | slack [ns] | to | cells past startpoint |
|---|---|---|---|
| after CTS | 2.45 | g_pwm[31] | 5 |
| after global routing | 2.25 | b_pwm[29] | 5 |
| final | 2.42 | g_pwm[31] | 5 |
## metal layers
| metal | vias to the layer above | part of all wire [%] | global-route usage [%] |
|---|---|---|---|
| met5 | - | 0 | 0 |
| met4 | 0 | 1.2 | 1.79 |
| met3 | 10 | 5.9 | 4.07 |
| met2 | 104 | 43 | 21.7 |
| met1 | 2390 | 50 | 22.5 |
| li1 | 2701 | - | - |
## report_power, final
part | leakage (nW) | switching (mW) | internal (mW)
clock network | 0.281 | 0.397 | 0.667
registers | 1.03 | 0.00171 | 0.914
logic | 0.863 | 0.00489 | 0.00882
## cell usage in the layout (no fill, tap or decap), types with 21 or more instances in the layout
cell type / instances
a21oi_1: 75
nor2_1: 46
nand2_1: 36
clkdlybuf4s50_1: 132
or4_1: 54
inv_1: 23
o31ai_1: 47
nand4_1: 29
nand3_1: 30
xnor2_1: 21
dfxtp_1: 128
o21ai_0: 27
or3_1: 30
## through the flow
step | worst slack (ns) | hold WS [ns] | total power [mW] | cell area, um^2
2_1_floorplan | 2.90 | 0.418 | 0.939 | 5720
4_1_cts | 2.45 | 0.479 | 2.02 | 7750
6_report | 2.42 | 0.472 | 1.99 | 7750
5_1_grt | 2.25 | 0.509 | 2.07 | 7750
3_3_place_gp | 2.08 | 0.456 | 0.949 | 7170
3_5_place_dp | 2.02 | 0.462 | 0.949 | 7170
## state kept, by name, indices dropped and copies added (netlist names)
signal,count
b_pwm,32
g_pwm,32
r_pwm,32
t_c,32
No activity file was given, so power comes from the tool's default toggle rates.
